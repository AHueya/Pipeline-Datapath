<file path="design/flow/run.sh">
#!/bin/bash
# OpenROAD 26Q1-2900-gdf79404cd8, Yosys 0.63+post, stock flow scripts
make -C /OpenROAD-flow-scripts/flow DESIGN_CONFIG=/design/flow/config.mk WORK_HOME=/design/flow/orfs finish
</file>
<file path="design/flow/config.mk">
export PLATFORM = sky130hd
export DESIGN_NAME = hazard
export DESIGN_NICKNAME = hazard
export VERILOG_FILES = /design/flow/design.v
export SDC_FILE = /design/flow/constraint.sdc
export NUM_CORES = 4
export LEC_CHECK = 1
export CORE_AREA = 10 10 70 70
export DIE_AREA = 0 0 80 80
</file>
<file path="design/flow/constraint.sdc">
current_design hazard

set clk_period 1.3
set clk_io_pct 0.2

create_clock -name clk0 -period $clk_period

set non_clock_inputs [all_inputs -no_clocks]
set_input_delay [expr $clk_period * $clk_io_pct] -clock clk0 $non_clock_inputs
set_output_delay [expr $clk_period * $clk_io_pct] -clock clk0 [all_outputs]
</file>
<file path="design/flow/design.v">
module hazard(opCode, IF_ID_Op1, IF_ID_Op2, ID_EX_Op2, ID_EX_memRead, pcCtrl, bufferCtrl, ctrlMux, opCode_error);
    input [3:0] opCode, IF_ID_Op1, IF_ID_Op2, ID_EX_Op2;
    input ID_EX_memRead;
    output reg pcCtrl, bufferCtrl, ctrlMux, opCode_error;
    always @ (*) begin
        if(ID_EX_memRead && ( (IF_ID_Op1 == ID_EX_Op1) || (IF_ID_Op1 == ID_EX_Op2) ||
          (IF_ID_Op2 == ID_EX_Op1) || (IF_ID_Op2 == ID_EX_Op2) ) ) begin
            pcCtrl = 0;
            bufferCtrl = 0;
            ctrlMux = 1;
        end
        else begin
            pcCtrl = 1;
            bufferCtrl = 1;
            ctrlMux = 0;
        end
        if(opCode != 4'b0000 || opCode != 4'b0001 || opCode != 4'b0010 || opCode != 4'b1010 || opCode != 4'b1011 || opCode != 4'b1100 || opCode != 4'b1101 || opCode != 4'b0101 || opCode != 4'b0100 || opCode != 4'b0110 || opCode != 4'b0111 || opCode != 4'b1111)
            opCode_error = 1;
        else
            opCode_error = 0;
    end
endmodule
</file>
==> impl_results.html <==
<!-- implementation run metrics -->
<table>
<tr><th>Metric</th><th>Value</th></tr>
<tr><th colspan="2">Outcome</th></tr>
<tr><td>Run status</td><td>finished with violations</td></tr>
<tr><td>Violations in the final reports</td><td>negative setup slack</td></tr>
<tr><th colspan="2">Layout</th></tr>
<tr><td>Final core utilization</td><td>0.118</td></tr>
<tr><td>Number of sequential cells in the layout</td><td>0</td></tr>
<tr><td>Area growth from synthesis to final layout</td><td>180%</td></tr>
<tr><td>Most numerous logic cells after layout</td><td>9 x sky130_fd_sc_hd__buf_2, 4 x sky130_fd_sc_hd__xor2_1, 4 x sky130_fd_sc_hd__xor2_2, 4 x sky130_fd_sc_hd__buf_4, 3 x sky130_fd_sc_hd__buf_6</td></tr>
<tr><td>Final cell count without fillers</td><td>81</td></tr>
<tr><td>Sequential cell area</td><td>0 um2</td></tr>
<tr><td>Layout filler cell count</td><td>398</td></tr>
<tr><td>Share of post-route cells with drive strength above 1</td><td>0.800</td></tr>
<tr><td>Most instantiated logic cell after routing</td><td>sky130_fd_sc_hd__buf_2</td></tr>
<tr><td>Count of clock buffers in the final design</td><td>0</td></tr>
<tr><th colspan="2">Worst hold path</th></tr>
<tr><td>Startpoint of the worst hold path</td><td>IF_ID_Op1[2]</td></tr>
<tr><td>Count of cells along the worst hold path</td><td>4</td></tr>
<tr><td>Hold Crit Endpoint</td><td>pcCtrl</td></tr>
<tr><td>Worst hold-check path type</td><td>in2out</td></tr>
<tr><th colspan="2">Critical path</th></tr>
<tr><td>Master of the slowest instance on the critical path</td><td>sky130_fd_sc_hd__nor4_2</td></tr>
<tr><td>Data arrival time of the critical path</td><td>1.22 ns</td></tr>
<tr><td>Dominant delay contributor by cell family on the critical path</td><td>buffers and inverters</td></tr>
<tr><td>Critical path depth</td><td>6</td></tr>
<tr><td>Data required time of the critical path</td><td>1.04 ns</td></tr>
<tr><td>Crit path max fanout</td><td>2</td></tr>
<tr><td>Critical path start-end classification</td><td>in2out</td></tr>
<tr><td>Critical Path Sink Type</td><td>primary output</td></tr>
<tr><td>Cell chain of the critical path</td><td>buf_8 &gt; xor2_2 &gt; nor4_2 &gt; buf_4 &gt; o31ai_4 &gt; buf_2</td></tr>
<tr><td>Delay of the slowest cell on the worst path</td><td>0.34 ns</td></tr>
<tr><td>Setup crit start kind</td><td>input pin</td></tr>
<tr><td>Worst Path Buf+Inv</td><td>3</td></tr>
<tr><th colspan="2">Place</th></tr>
<tr><td>Pre-CTS setup slack</td><td>-0.980 ns</td></tr>
<tr><td>Gp weighted congestion</td><td>0.781</td></tr>
<tr><td>Port Buffer Count</td><td>16</td></tr>
<tr><td>Half-perimeter wire length of the detailed placement result</td><td>622 um</td></tr>
<tr><td>Placed Cells</td><td>77</td></tr>
<tr><th colspan="2">STA</th></tr>
<tr><td>Final Slew Violations</td><td>0</td></tr>
<tr><td>Achievable Freq</td><td>674 MHz</td></tr>
<tr><td>Share of the clock period used by the worst path after layout</td><td>1.14</td></tr>
<tr><td>Clock period minus final worst setup slack</td><td>1.48 ns</td></tr>
<tr><td>Setup repair after global routing missed its margin</td><td>true</td></tr>
<tr><td>Hold slack final</td><td>1.01 ns</td></tr>
<tr><td>Final hold violations</td><td>0</td></tr>
<tr><td>Slack of the critical path</td><td>-0.183 ns</td></tr>
<tr><td>Final setup violation count</td><td>3</td></tr>
<tr><th colspan="2">Drt</th></tr>
<tr><td>Routed length per placed instance</td><td>8.73 um</td></tr>
<tr><td>Vias per inst</td><td>2.32</td></tr>
<tr><td>Number of design rule violations left after detail routing</td><td>0</td></tr>
<tr><td>DRC marker count from the first detailed-route iteration</td><td>0</td></tr>
<tr><td>DR pass1 iterations</td><td>1</td></tr>
<tr><td>Post-detailed-route count of antenna-violating nets</td><td>0</td></tr>
<tr><td>Total antenna diodes in the routed design</td><td>0</td></tr>
<tr><td>Total Wirelength</td><td>707 um</td></tr>
<tr><td>Number of vias in the routed layout</td><td>188</td></tr>
<tr><th colspan="2">Power and ir drop</th></tr>
<tr><td>PwrDens</td><td>281 nW/um2</td></tr>
<tr><td>Post-layout power</td><td>0.000113 W</td></tr>
<tr><td>Share of total power consumed by net switching</td><td>0.413</td></tr>
<tr><td>Leakage</td><td>0.154 nW</td></tr>
<tr><td>Logic pwr share</td><td>1.000</td></tr>
<tr><td>Worst VDD drop</td><td>0.0000721 V</td></tr>
<tr><td>Reported net switching power</td><td>0.0000468 W</td></tr>
<tr><td>Reg power frac</td><td>0</td></tr>
<tr><td>Internal power</td><td>0.0000665 W</td></tr>
<tr><td>Clock share of power</td><td>0</td></tr>
<tr><th colspan="2">Global route</th></tr>
<tr><td>Total GRT Usage</td><td>0.0229</td></tr>
<tr><td>GRT overflow</td><td>0</td></tr>
<tr><td>Maximum number of pins on one net before global-route repair</td><td>3</td></tr>
<tr><td>Initial antenna violation count</td><td>0</td></tr>
<tr><td>Vias in the first global route</td><td>230</td></tr>
<tr><td>Global-route wire length before repair</td><td>1190 um</td></tr>
<tr><th colspan="2">Synth</th></tr>
<tr><td>Tally of yosys warning messages</td><td>3</td></tr>
<tr><td>Chip Area, Yosys</td><td>144 um2</td></tr>
<tr><td>Yosys Instances</td><td>17</td></tr>
<tr><td>Summed instance area of the synthesized netlist</td><td>144 um2</td></tr>
<tr><td>Register share after synthesis</td><td>0</td></tr>
<tr><td>Synthesized instance count</td><td>17</td></tr>
<tr><td>Distinct cells, synth</td><td>7</td></tr>
<tr><td>Average footprint of a synthesized cell</td><td>8.46 um2</td></tr>
<tr><th colspan="2">Clock tree</th></tr>
<tr><td>Hold Buf Count CTS</td><td>0</td></tr>
<tr><th colspan="2">Floorplan</th></tr>
<tr><td>Width of the die</td><td>80 um</td></tr>
<tr><td>Core region area</td><td>3420 um2</td></tr>
<tr><td>Pre-placement core utilization</td><td>0.0421</td></tr>
<tr><td>Number of top-level pins</td><td>21</td></tr>
<tr><td>Total die size</td><td>6400 um2</td></tr>
<tr><td>Height of the chip</td><td>80 um</td></tr>
<tr><td>Num rows</td><td>21</td></tr>
<tr><th colspan="2">Flow run</th></tr>
<tr><td>Max-cap viol count</td><td>0</td></tr>
<tr><td>Log Warnings</td><td>38</td></tr>
</table>
kinds of logic (layout without fill, tap and decap cells):
group	count (synthesis)	count (layout)	share of synthesized area
and+or+nand+nor	3	3	0.217
xor gates and xnor gates	8	8	0.487
other	1	1	0.0261
AOI/OAI and AO/OA	3	3	0.165
buffers and inverters	2	20	0.104
repair_timing:
action | 4_1_cts | 5_1_grt
pin swaps | 11 | 5
resized | 70 | 8
gates cloned | 0 | 0
buffers inserted | 2 | 2
endpoints found under the setup margin | 3 | 3
endpoints found under the hold margin | 0 | 0
layout make-up:
| cell class | count | area, um2 | share of cell area |
|---|---|---|---|
| Timing Repair Buffer | 20 | 154 | 0.382 |
| Multi-Input combinational cell | 15 | 191 | 0.475 |
| Tap cell | 46 | 57.6 | 0.143 |
cells in the mapped netlist:
cell type | n | area share
sky130_fd_sc_hd__conb_1 | 1 | 0.026
sky130_fd_sc_hd__or3_1 | 1 | 0.044
sky130_fd_sc_hd__buf_4 | 2 | 0.10
sky130_fd_sc_hd__xor2_1 | 8 | 0.49
sky130_fd_sc_hd__o31ai_1 | 2 | 0.10
sky130_fd_sc_hd__nor4_2 | 2 | 0.17
sky130_fd_sc_hd__o31a_1 | 1 | 0.061
worst max path at each step:
stage,start,to
CTS,ID_EX_Op2[2],pcCtrl
global route,IF_ID_Op1[1],pcCtrl
finish,IF_ID_Op1[1],bufferCtrl
layer usage:
| layer | wire length [um] | vias to the layer above | GRT usage |
|---|---|---|---|
| li1 | - | 91 | - |
| met1 | 276 | 90 | 0.0278 |
| met2 | 373 | 7 | 0.0409 |
| met3 | 57 | 0 | 0.00682 |
| met4 | 0 | 0 | 0 |
| met5 | 0 | - | 0 |
metrics by stage:
stage	setup TNS, ns	cell area (um2)
6_report	-0.507	403
5_1_grt	-0.684	403
4_1_cts	-0.440	369
3_5_place_dp	-2.79	347
3_3_place_gp	-2.74	347
2_1_floorplan	0	144
power by group through the flow:
stage	logic [W]	registers (W)	clock network (W)
after CTS	0.000105	0	0
after global routing	0.000124	0	0
final	0.000113	0	0
Power figures rest on the tool's default switching activity, not on a simulated workload.
